## config.mk

```make
export PLATFORM = sky130hd
export DESIGN_NAME = adc_top
export DESIGN_NICKNAME = adc_top
export VERILOG_FILES = /design/flow/design.v
export SDC_FILE = /design/flow/constraint.sdc
export NUM_CORES = 4
export LEC_CHECK = 1
export CORE_AREA = 10 10 101 101
export DIE_AREA = 0 0 111 111
```

## constraint.sdc

```tcl
current_design adc_top

set clk_period 1.6
set clk_io_pct 0.2

create_clock -name clk0 -period $clk_period [get_ports {clk_i}]

set non_clock_inputs [all_inputs -no_clocks]
set_input_delay [expr $clk_period * $clk_io_pct] -clock clk0 $non_clock_inputs
set_output_delay [expr $clk_period * $clk_io_pct] -clock clk0 [all_outputs]
```

## design.v

```verilog
`timescale 1ns / 1ps
module CLK(clk_i,rst_i,clk_o); 
input clk_i,rst_i;
output reg clk_o;
reg [6:0] counter;
always @(posedge clk_i or posedge rst_i)
    begin
      if(rst_i)
       begin
       counter<=7'd0;
       clk_o <= 1'b0;
       end
     else
       if(counter==7'd66)  
         begin
         counter<=7'd0;
         clk_o <= ~clk_o;
         end
      else
       begin
       counter <=counter+1'b1;
       end
   end
endmodule
`timescale 1ns / 1ps
module adc_eq(clk_adc,data_i,cs_o,data_o,rst_adc,garg);
input wire clk_adc;
input wire rst_adc;
input wire  data_i;
output wire cs_o;
output wire [3:0] garg;
output wire [11:0] data_o;	 
localparam
idle = 2'b00,
dps = 2'b01,
load = 2'b10;
reg [3:0] q_ac,q_next;
reg cs_ac,cs_next;
reg [1:0] estado_actl,estado_sgt;
reg [15:0] data_next,data_com;
always@ (posedge clk_adc, posedge rst_adc)
	if (rst_adc)
		begin
			estado_actl <= idle;
			q_ac <= 4'd0;
			cs_ac <= 1'b1;
			data_com <= 16'd0;
		end
	else
		begin
			estado_actl <= estado_sgt;
			q_ac <= q_next;
			cs_ac <= cs_next;
			data_com <= data_next;
		end
always @*
	begin
		estado_sgt = estado_actl;
		cs_next = cs_ac;
		q_next = q_ac;
		data_next = data_com;
		case (estado_actl)
			idle: 
				if (cs_next== 1'b1 )
					begin
						cs_next = 1'b0;
						estado_sgt = dps;
						data_next = {data_i,data_next [15:1]};
					end
			dps:
				begin
				if (q_next == 4'd15 )
					estado_sgt = load; 
				else
					begin
					data_next  = {data_i,data_next [15:1]};
					q_next = q_next + 1'b1;
					estado_sgt = dps;
					end
				end
			load:
				begin
					estado_sgt = idle;
					cs_next = 1'b1;
					q_next = 4'd0;
				end
		endcase
	end
assign data_o[11:0] = data_com[15:4];
assign garg [3:0]  = data_com[3:0];
assign cs_o = cs_ac;
endmodule
`timescale 1ns / 1ps
module adc_top(clk_i,rst_i,data_i,cs_sng,clk_o,garg,data_o);
	input wire clk_i;
	input wire rst_i;
	input wire data_i;
	output wire cs_sng;
	output wire clk_o; 
	output wire [3:0]garg;
	output wire [11:0]data_o;
wire clk_n;
CLK C (
    .clk_i(clk_i), 
    .rst_i(rst_i), 
    .clk_o(clk_n)
    );
adc_eq A (
    .clk_adc(clk_n), 
    .data_i(data_i),
    .cs_o(cs_sng), 
    .data_o(data_o), 
    .rst_adc(rst_i), 
    .garg(garg)
    );
assign clk_o = clk_n;	
endmodule
```

## run.sh

```bash
#!/bin/bash
# OpenROAD 26Q1-2900-gdf79404cd8, Yosys 0.63+post, stock flow scripts
make -C /OpenROAD-flow-scripts/flow DESIGN_CONFIG=/design/flow/config.mk WORK_HOME=/design/flow/orfs finish
```

==> impl_metrics.ini <==
; physical design summary
[global_routing]
grt_pass1_vias = 781
grt_overflow_total = 0
grt_use_total_pct = 3.765
antenna_found_initial = 0
grt_max_degree = 26
grt_util_met1_pct = 5.595
use_met2_pct = 5.503
gr-max-usage-layer = met1
grtUsageMet3_pct = 1.204
grt_pass1_wl_um = 4029

[clocking]
clk_path_buf_depth = 2
clock.latency.late_pin_ns = 0.23
cts_tree = done
cts-buffers-inserted = 3
postCtsSetupBuffers = 0
clkSlewWorstSetupHoldPaths_ns = 0.04
htreeDepth = 1
cts-root-buf = clkbuf_8
ctsHoldBuffers = 0
ctsResizeCount = 0

[finish]
n_fill_cell = 856
final_layout_size_suffix_gt1_share_pct = 23.14
layoutNonFillerInstCount = 226
syn2layout_area_growth_pct = 29.75
fin_area_um2 = 1692
fin_util_pct = 20.80

[yosys]
adder_share_pct = 2.879
synth.distinct_cells = 26
logic_family = multiplexers
yosys_area_um2 = 1304
synth_seq_share_pct = 61.61
top_area_share_pct = 57.58
ys_cells = 95
netlist_instances = 95
ys_sh_xor_pct = 4.702
ys_top_cells_by_area = dfrtp_1 (58%), mux2_2 (14%), dfstp_2 (4.0%)
syn_area_per_cell_um2 = 13.72
yosysTopAreaCell = dfrtp_1
ys.flops = 32
synthArstFlopShare_pct = 100.0
synth_warnings = 2
synth_area_um2 = 1304
ys_sh_aoi_pct = 5.950
edf_count = 0
synth-simple-area-share_pct = 8.733
flop_cell = dfrtp_1
mux_share_pct = 13.82

[timing]
fin_tns_setup_ns = 0
finClkSkew_ns = 0.003586
drv_slew = 0
fin_ws_ns = 0.2561
holdWs_ns = 0.4053
max_slew.worst_pin.slew_ns = 0.8168
setup-violations-final = 0
period_minus_slack_ns = 1.344
untimed_endpoints = 41
final_hold_viol_count = 0
fmax_mhz = 744.1
period_used_pct = 84.00
unclocked_pins = 24
rsz0062_at_grt = no
relSlewSlack_pct = 45.37

[place]
placed_cell_area_um2 = 1650
gp_congestion = 0.7301
dp_cells = 223
port_buffers = 20
post-place-ws_ns = 0.3341
dp_hpwl_um = 1802

[outcome]
status = complete, no violations

[setup_path]
path_buffers = 1
crit_path_cell_trace = clkdlybuf4s50_1
path_depth = 1
slowest_delay_ns = 0.47
crit_start = C.clk_o
endpoint_kind = output port
worst_r2r_startpoint = C.counter[0]
critPathMaxFanout = 2
cp_top_family = buffers and inverters
start_kind = register
crit_slowest_cell = clkdlybuf4s50_1
critPathKind = register to output port
r2r-end = C.counter[6]
reg2regPathDepth = 4
endpoint = clk_o
rrSetupSlack_ns = 0.32
arrival_ns = 1.02
worstPathRequired_ns = 1.28

[drt]
num_vias = 775
routed_wirelength_um = 2372
antenna_left = 0
drt_iter0_markers = 41
vias_per_cell = 3.429
antenna_cells = 0
drt_pass1_iterations = 4
wl_per_cell_um = 10.50
drcViolationCount = 0

[floorplanning]
boundaryPins = 21
fp_util_pct = 16.03
die_w_um = 111
fp-row-count = 33
die_height_um = 111
core-area_um2 = 8134
chipArea_um2 = 12320

[pwr]
power_density_nw_per_um2 = 273.5
power_leakage_nw = 0.7741
ir_worst_vdd_v = 0.0004622
p_total_uw = 462.7

[flow_run]
maxCapViolations = 0
log.warning_count = 26

[hold_path]
hold_path_class = primary input to asynchronous set/reset pin
routing by layer:
layer,up-vias,share of wire [%]
met5,-,0
met4,0,0
met3,0,5.1
met2,14,42
met1,383,53
li1,378,-
flip-flops by register name, indices dropped and copies added, names as in the netlist:
name           cells
A.estado_actl      3
A.data_com        16
A.q_ac             4
A.cs_ac            1
C.clk_o            1
C.counter          7
logic make-up (layout without fill, tap and decap cells):
| family | after synthesis | in the layout |
|---|---|---|
| muxes | 16 | 16 |
| buffers and inverters | 5 | 31 |
| and+or+nand+nor | 21 | 21 |
| adders and majority gates | 3 | 3 |
| AOI/OAI and AO/OA | 11 | 11 |
| xor gates and xnor gates | 7 | 7 |
| DFF | 32 | 32 |
worst min-delay path by stage:
stage | depth (start not counted) | end
finish | 2 | C.counter[6]
global route | 2 | C.counter[5]
CTS | 2 | C.counter[6]
where the power goes:
group,switching (mW),internal [mW]
logic,0.0165,0.00755
clock network,0.0731,0.162
registers,0,0.203
cell usage in the layout, fill, tap and decap left out:
| master | count |
|---|---|
| a211oi_4 | 1 |
| a21o_1 | 1 |
| a21oi_1 | 2 |
| and3_1 | 1 |
| buf_4 | 4 |
| clkbuf_8 | 3 |
| clkdlybuf4s50_1 | 20 |
| dfrtp_1 | 30 |
| dfstp_2 | 2 |
| ha_1 | 3 |
| inv_1 | 3 |
| inv_2 | 1 |
| mux2_2 | 16 |
| nand2_1 | 5 |
| nand2b_1 | 1 |
| nand3_1 | 3 |
| nand4_1 | 1 |
| nand4_2 | 1 |
| nand4bb_1 | 1 |
| nor2_1 | 5 |
| nor3_1 | 1 |
| nor3b_1 | 1 |
| o21ai_0 | 5 |
| o21bai_1 | 1 |
| o31ai_1 | 1 |
| or3_1 | 1 |
| xnor2_1 | 3 |
| xor2_1 | 4 |
area by class of cell:
cell class / count / area [um^2] / area share [%]
Sequential cell: 32 / 803.3 / 47.49
Multi-Input combinational cell: 58 / 470.5 / 27.81
Timing Repair Buffer: 24 / 230.2 / 13.61
Tap cell: 105 / 131.4 / 7.766
Clock buffer: 3 / 41.29 / 2.441
Inverter: 4 / 15.01 / 0.8876
synthesized netlist by cell type, drive strengths merged (2+ instances only):
library cell,count
a21oi,2
dfrtp,30
dfstp,2
ha,3
inv,4
mux2,16
nand2,5
nand3,3
nand4,2
nor2,5
o21ai,5
xnor2,3
xor2,4
worst register-to-register path, delay by kind of cell, from the launching register on:
family	cells	cell delay, ns
compound gates	1	0.15
fa+ha+maj	1	0.19
flops	1	0.38
simple gates	2	0.49
Power is estimated from default activity; no workload was simulated.
