<file path="config.mk">
export PLATFORM = sky130hd
export DESIGN_NAME = multiplicador
export DESIGN_NICKNAME = multiplicador
export VERILOG_FILES = /design/flow/design.v
export SDC_FILE = /design/flow/constraint.sdc
export NUM_CORES = 4
export LEC_CHECK = 1
export CORE_UTILIZATION = 30
</file>
<file path="constraint.sdc">
current_design multiplicador

set clk_period 34.8
set clk_io_pct 0.2

create_clock -name clk0 -period $clk_period

set non_clock_inputs [all_inputs -no_clocks]
set_input_delay [expr $clk_period * $clk_io_pct] -clock clk0 $non_clock_inputs
set_output_delay [expr $clk_period * $clk_io_pct] -clock clk0 [all_outputs]
</file>
<file path="design.v">
`timescale 1ns / 1ps
module multiplicador#(parameter largo=24,mag=8,pres=16)(a,b,y,y1,overflow);
input signed [largo:0] a, b;
output reg signed [largo:0] y;
output reg signed overflow;
output reg [(2*largo+1):0] y1;
always @*
begin
	y1 = a * b;
	overflow=1'b0;
	y=y1[(2*pres+mag):pres];
	if(a[largo]==1 && b[largo]==0  && y[largo]==0 && b!=={(largo+1){1'b0}})
		begin
		y={(largo+1){1'b0}};
		overflow=1'b1;
		end
	if(a[largo]==0 && b[largo]==1  && y[largo]==0 && a!=={(largo+1){1'b0}})
		begin
		y={(largo+1){1'b0}};
		overflow=1'b1;
		end
	if(a[largo]==0 && b[largo]==0  && y[largo]==1)
		begin
		y={(largo+1){1'b1}};
		overflow=1'b1;
		end
end
endmodule
</file>
<file path="run.sh">
#!/bin/bash
# OpenROAD 26Q1-2900-gdf79404cd8, Yosys 0.63+post, stock flow scripts
make -C /OpenROAD-flow-scripts/flow DESIGN_CONFIG=/design/flow/config.mk WORK_HOME=/design/flow/orfs finish
</file>
==> impl_metrics.ini <==
; synthesis and place-and-route metrics
[place]
dpl.hpwl_um = 48500
port_buffers = 126
gp_congestion = 0.887
dp_slack_ps = 12450

[cells_and_area]
fin_util_pct = 33.5
flop_area_um2 = 0
synthToLayoutAreaGrowth_pct = 10.6
num-clock-buffers = 0
ff_count = 0
layout_top_cells = inv_1 (680), fa_1 (658), nand2_1 (329), and2_1 (320), ha_1 (141)
lay_top_count = inv_1
drive_gt1_share_pct = 2.50

[synth]
synth_stat.cells = 2588
synth_cell_types = 54
yosys_warnings = 1
syn_area_mm2 = 0.0235
syn_inst = 2588
syn_area_per_cell_um2 = 9.07
ys_chip_area_mm2 = 0.0235
ys_seq_share_pct = 0

[drt]
drt-wirelength-per-cell_um = 15.9
wl_met3_um = 3220
routed_wl_um = 58700
diodes = 0
drcViolationCount = 0
avgViaCountPerCell = 4.53
firstDrtPassIters = 5
ant_nets = 0
top_layer_used = met4
wl_met1_um = 22700
drtIter0Drc = 654
wl_met2_um = 31500
vias = 16707

[clocking]
post_cts_resized = 0
holdBufCountCts = 0
cts_setup_buffers = 0

[worst_setup_path]
startpoint_type = input port
worstPathRequired_ps = 27840
critPathKind = input port to primary output
crit_path_end_kind = primary output
arrival_ps = 15330
crit_fanout = 28

[final_timing]
period_needed_ps = 22290
tightest_slew_ps = 802
hold_viol = 0
hold_ws_ps = 15110
finalClockPeriodUsage_pct = 64.0
drv_slew = 0
fmax_mhz = 44.9
rsz0062_at_grt = no
setup_viol = 0
fin_ws_ps = 12510
relSlewSlack_pct = 46.5
tns_ps = 0

[run_status]
status = finished clean

[floorplan]
coreArea_mm2 = 0.0775
io_pins = 126
initial_core_util_pct = 30.3
rows = 102
die_w_um = 282
chipArea_mm2 = 0.0794
dieHeight_um = 282

[min_path]
hold_class = input port to primary output

[grt]
track_usage_pct = 16.5
antenna_found_initial = 1
grt_first_pass_wirelength_um = 96700
grt_max_degree = 30
grt_pass1_vias = 17963
overflow = 0

[flow_run]
cap_viol_max_count = 0
tool_warnings = 32
## path summary, 6_finish.rpt
check                 start  endpoint  slack [ps]  depth (start not counted)
worst max-delay path  a[24]     y[22]       12510                         24
worst min-delay path   b[0]     y1[0]       15110                          4
## layout make-up
class	instances	area, um2
Multi-Input combinational cell	1785	20500
Fill cell	7972	51500
Tap cell	1040	1300
Timing Repair Buffer	180	1670
Inverter	680	2550
## cells by family (layout without fill, tap and decap cells)
| group | Yosys count | count (layout) | share of synthesized area [%] |
|---|---|---|---|
| AND-OR/OR-AND | 170 | 170 | 4.92 |
| adder cells (fa/ha/maj) | 799 | 799 | 63.6 |
| XOR/XNOR | 57 | 57 | 2.13 |
| multiplexers | 1 | 1 | 0.0479 |
| AND/OR/NAND/NOR | 758 | 758 | 16.4 |
| buffers and inverters | 803 | 860 | 12.9 |
## worst max-delay path, stage by stage
cell,delay [ps]
clkdlybuf4s50_1,390
buf_4,230
nand2_1,150
inv_1,90
fa_1,660
inv_1,130
fa_1,820
inv_1,110
fa_1,440
inv_1,410
fa_1,540
fa_1,550
inv_1,50
fa_1,470
inv_1,50
fa_1,470
inv_1,40
ha_1,400
nor3_1,80
a31oi_1,140
nand3_1,550
o31ai_4,880
o21ai_0,210
clkdlybuf4s50_1,450
## cell usage after synthesis, types with 5 or more instances
| cell type | count | share of area [%] |
|---|---|---|
| inv_1 | 680 | 11 |
| fa_1 | 658 | 56 |
| nand2_1 | 329 | 5.3 |
| and2_1 | 320 | 8.5 |
| ha_1 | 141 | 7.5 |
| clkbuf_1 | 118 | 1.9 |
| a21oi_1 | 48 | 1.0 |
| xnor2_1 | 41 | 1.5 |
| o21ai_0 | 34 | 0.72 |
| nor2_1 | 31 | 0.50 |
| a21o_1 | 25 | 0.80 |
| nor2b_1 | 17 | 0.45 |
| xor2_1 | 16 | 0.60 |
| nand2b_1 | 15 | 0.40 |
| nor4_1 | 13 | 0.35 |
| o41ai_1 | 12 | 0.45 |
| a31oi_1 | 9 | 0.24 |
| nand4_1 | 7 | 0.19 |
| o21bai_1 | 7 | 0.22 |
| buf_2 | 5 | 0.11 |
| nand3_1 | 5 | 0.11 |
## layer usage
layer / global-route usage [%] / vias to the layer above
met5: 0 / -
met4: 2.88 / 0
met3: 3.42 / 60
met2: 29.2 / 452
met1: 21.6 / 8643
li1: - / 7552
## stage by stage
step	instance area (um2)	cells
floorplan	23500	2588
global placement	26000	3685
detailed placement	26000	3685
CTS	26000	3685
global route	26000	3685
finish	26000	3685
