==> flow/run.sh <==
#!/bin/bash
# OpenROAD 26Q1-2900-gdf79404cd8, Yosys 0.63+post, stock flow scripts
make -C /OpenROAD-flow-scripts/flow DESIGN_CONFIG=/design/flow/config.mk WORK_HOME=/design/flow/orfs finish
==> flow/config.mk <==
export PLATFORM = sky130hd
export DESIGN_NAME = unidad_aritmetica
export DESIGN_NICKNAME = unidad_aritmetica
export VERILOG_FILES = /design/flow/design.v
export SDC_FILE = /design/flow/constraint.sdc
export NUM_CORES = 4
export LEC_CHECK = 1
export CORE_UTILIZATION = 30
==> flow/constraint.sdc <==
current_design unidad_aritmetica

set clk_period 33.8
set clk_io_pct 0.2

create_clock -name clk0 -period $clk_period

set non_clock_inputs [all_inputs -no_clocks]
set_input_delay [expr $clk_period * $clk_io_pct] -clock clk0 $non_clock_inputs
set_output_delay [expr $clk_period * $clk_io_pct] -clock clk0 [all_outputs]
==> flow/design.v <==
`timescale 1ns / 1ps
module unidad_aritmetica#(parameter largo=24)(a,b,func,y,y1,overflow);
input signed [largo:0] a, b;
input signed [2:0] func;
output reg signed [largo:0] y;
output reg signed overflow;
output reg [(2*largo+1):0] y1;
localparam 
suma = 3'h1,
resta = 3'h2, 
multiplicacion = 3'h3;
always @*
begin
	case (func)
		suma: begin  
		y = a + b;
		end
		resta: begin  
		y = a - b;
		end
		multiplicacion: begin  
		y1 = a * b;
		y=y1[40:16];
			if(a[largo]==1 && b[largo]==1 && y[largo]==1)
				begin
				y=25'sb1_1111_1111_1111_1111_1111_1111;
				overflow=1'b1;
				end
			if(a[largo]==1 && b[largo]==0  && y[largo]==0)
				begin
				y=25'sb0_0000_0000_0000_0000_0000_0000;
				overflow=1'b1;
				end
			if(a[largo]==0 && b[largo]==1  && y[largo]==0)
				begin
				y=25'sb0_0000_0000_0000_0000_0000_0000;
				overflow=1'b1;
				end
			if(a[largo]==0 && b[largo]==0  && y[largo]==1)
				begin
				y=25'sb0_0000_0000_0000_0000_0000_0000;
				overflow=1'b1;
				end
		end
		default:
		y=25'sb1111_1111_1111_1111_1111_1111_1;
		endcase
end
endmodule
==> results.txt <==
yosys + openroad results -> Slew HR 0.428, first-pass GRT wire length 109000 um, via count 19500, setup TNS 0 ns, final instance area 29000 um2, Slew @ Worst Pin 0.857 ns, Post-CTS Repair Setup Buffers 0, Final Critical Period 21.85 ns, LEAKAGE 14.2 nW, ys async rst share 0, Unique cell types 73, final hold viol count 0, #FFs+latches synth 50, DRT iter0 DRCs 778, num rows 108, cycle use final 0.647, RSZ-0062 raised after global routing no, internal power 4.73 mW, Worst setup EP type primary output, worst setup margin 11.95 ns, dpl cell area 29000 um2, syn_area_per_cell 8.88 um2, Data arrival, critical path 15.09 ns, vias in the first global route 20200, area grow syn2layout 9.60%, Hold/Removal Path Class in2out, cells after synthesis 2979, largest net degree at the start of global routing 53, crit path to y[7], max reg flops 50, register pins left without a clock 50, Final Setup Violations 0, Mapped Area 26500 um2, FP Core Util 0.304, cell count in the Yosys report 2979, number of I/O port buffers 128, worst-path fanout max 26, YS chip area 26500 um2, DR WL/cell 16.2 um, Core Region 87000 um2, Die Width 299 um, hold-fix buffers at CTS 0, Synth Warn # 1, routed wire length 67600 um, total die area 89400 um2, Global Route Usage Sum 0.162, critical path type in2out, Detail Placement HPWL 55000 um, outcome finished, final reports clean, GRT overflow 0, initial antenna violation count 0, fin. max-slew vios 0, layout cells sized above 1 0.0282, DP Worst Slack 12.03 ns, tool warnings 33, Worst EP required 27.04 ns, number of max-cap violations 0, Pwr Density 381 nW/um2, Post-synth EDFFs 0, number of unconstrained endpoints 100, Final Wtd Congestion 0.918, DRC 0, Crit. Startpoint a[15], startpoint class of the critical path input pin, main flop type dlxtp_1, I/O pins 129, TritonRoute pass-1 iters 5, vias per cell 4.68, Sw Share 0.572, Max VDD drop 385 uV, sw power 6.32 mW, ANT nets after route 0, Die Y 299 um, post-cts sizing count 0, fmax 0.0458 GHz
## through the flow
stage                     cells  hold WS, ns  power [mW]  utilization
after floorplan            2979        13.73        8.07            -
after global placement     4167        14.87        11.1        0.333
after detailed placement   4167        14.86        11.1        0.333
after CTS                  4167        14.86        11.2        0.333
after global routing       4167        14.93        12.3        0.333
final                      4168        14.87        11.0        0.333
## worst min path at each step
stage                 depth (start not counted)   end     from  slack (ns)
after global routing                          5  y[4]  func[2]       14.93
final                                         5  y[4]  func[2]       14.87
after CTS                                     5  y[4]  func[2]       14.86
## kinds of logic (layout without fill, tap and decap cells)
kind of cell,Yosys count,count (layout),synth area share
AND/OR/NAND/NOR,898,898,0.170
adder cells (fa/ha/maj),826,826,0.578
buffers and inverters,818,851,0.118
AND-OR/OR-AND,289,289,0.0739
XOR/XNOR,90,90,0.0298
latches,50,50,0.0284
multiplexers,7,7,0.00270
other,1,2,0.000142
## worst max-delay path, cell delays in order
cell and delay (ns):
clkdlybuf4s50_1 0.46, buf_4 0.36, nand2_1 0.14, fa_1 0.55, inv_1 0.05, fa_1 0.49, inv_1 0.06, fa_1 0.53
inv_1 0.05, fa_1 0.48, fa_1 0.53, fa_1 0.55, inv_1 0.07, fa_1 0.49, inv_1 0.04, ha_1 0.43
a21oi_1 0.18, o221ai_1 0.34, nor2_1 0.11, a21oi_2 0.31, nand4_1 0.35, a21oi_2 0.39, mux2i_1 0.26, nand3_1 0.10
buf_4 0.23, o221ai_1 0.21, clkdlybuf4s50_1 0.50
## power groups by stage
| stage | sequential, mW | combinational, mW | clock [mW] |
|---|---|---|---|
| 4_1_cts | 0.462 | 10.7 | 0 |
| 5_1_grt | 0.474 | 11.8 | 0 |
## layout by cell type, fill, tap and decap left out, types with 3 or more instances in the layout
cell type	instances
nand2_1	363
and2_1	312
nand2b_1	26
a211oi_1	15
o311ai_0	4
a21o_1	37
a2111oi_0	3
xor2_1	39
xnor2_1	51
or4_1	3
o221ai_2	5
o41ai_1	5
a21oi_1	80
nor2_1	85
mux2i_1	6
a21oi_2	3
nand4_1	14
nand3_1	19
fa_1	659
o21ai_0	50
o31ai_1	9
dlxtp_1	50
nor3_1	20
o211ai_1	12
o21ai_1	10
o221ai_1	12
inv_1	666
or2_2	4
buf_4	57
o21a_1	8
and3_1	6
clkdlybuf4s50_1	128
o21bai_1	7
or3_1	7
nor2b_1	20
a31oi_1	7
a211o_1	3
ha_1	167
## metal layers
metal | share of wire | vias up | GRT usage
li1 | - | 8925 | -
met1 | 0.41 | 10000 | 0.224
met2 | 0.50 | 500 | 0.269
met3 | 0.066 | 55 | 0.0435
met4 | 0.017 | 0 | 0.0219
met5 | 0 | - | 0
## final cells by class
| class | count | area [um2] |
|---|---|---|
| fillers | 9089 | 58000 |
| multi-input cells | 2111 | 22600 |
| inverters | 666 | 2500 |
| repair buffers | 185 | 1710 |
| well taps | 1155 | 1450 |
| flip-flops and latches | 50 | 751 |
| diodes | 1 | 2.50 |
## cell usage after synthesis, drive strengths merged (5+ instances only)
master	instances	area share
inv	666	0.095
fa	659	0.50
nand2	363	0.052
and2	312	0.074
ha	167	0.079
clkbuf	125	0.018
nor2	87	0.013
a21oi	84	0.017
o21ai	60	0.011
xnor2	51	0.017
dlxtp	50	0.028
a21o	40	0.012
xor2	39	0.013
buf	27	0.0055
nand2b	26	0.0061
nor2b	20	0.0047
nor3	20	0.0038
nand3	19	0.0036
o221ai	17	0.0068
a211oi	15	0.0043
nand4	14	0.0033
o211ai	12	0.0034
o31ai	9	0.0026
o21a	8	0.0023
or3	8	0.0019
a31oi	7	0.0017
o21bai	7	0.0020
and3	6	0.0014
mux2i	6	0.0023
o41ai	6	0.0023
or2	5	0.0013
Power figures rest on the tool's default switching activity, not on a simulated workload.
